### design/flow/design.v
`timescale 1ns / 10ps
 module CenCtrl(MulValid_out,                        
                cen_out,                               
                wen0_out,                              
                wen1_out,                              
                SD_sel_out,                            
                ExtMA_out,                             
                AGU_en_out,                            
                RomCen_out,                                                  
                rc_sel_out,                            
                m2_sel_out,                            
                wrfd_en_out,
                FFT_fin,   
                data_cnt_in,                           
                BND_in,                                
                ExtValid_in,                           
                rst_n,                               
                clk                                  
                ) ;                                  
 parameter A_WIDTH  = 11 ;
 parameter DC_WIDTH = 15 ;
 parameter A_ZERO   = 11'h0;
 parameter S_WIDTH   = 4 ;           
 parameter INI              = 4'd0 ; 
 parameter LD_EXTD          = 4'd1 ; 
 parameter LD_EXTDF         = 4'd2 ; 
 parameter LD_STAGE1_ST     = 4'd3 ; 
 parameter ST_STAGE1        = 4'd4 ; 
 parameter WR_FIND          = 4'd5 ; 
 parameter LD_STAGE2_ST     = 4'd6 ; 
 parameter SET_OP           = 4'd7; 
 parameter SET_OPF          = 4'd8; 
 parameter EXTMA_V1 = 11'd2047;
 parameter DCNT_V1  = 15'd16431;
 parameter DCNT_V2  = 15'd4096;
 parameter DCNT_V3  = 15'd1;
 parameter DCNT_V4  = 15'd4095;
 parameter DCNT_V5  = 15'd8191;
 parameter DCNT_V6  = 15'd12287;
 output               MulValid_out ; 
 output               cen_out ;      
 output               wen0_out ;     
 output               wen1_out ;     
 output               SD_sel_out ;   
 output [A_WIDTH-1:0] ExtMA_out ;    
 output               AGU_en_out ;   
 output               RomCen_out ;   
 output               rc_sel_out ;   
 output               m2_sel_out ;   
 output               wrfd_en_out ; 
 output               FFT_fin; 
 input [DC_WIDTH-1:0] data_cnt_in ;  
 input                BND_in ;       
 input                ExtValid_in ;  
 input                rst_n ;        
 input                clk ;          
 reg   [S_WIDTH-1:0]  state ;        
 reg   [S_WIDTH-1:0]  next_state ;   
 reg   [A_WIDTH-1:0]  ExtMA_out ;    
 reg   [5:0]          WenCnt_reg ;   
 reg                  m2_sel_out ;   
 reg   [5:0]          Cnt1_reg ;     
 wire  [A_WIDTH-1:0]  ExtMA_wire ;   
 wire  [5:0]          WenCnt_wire ;  
 wire                 m2_sel_wire ;  
 wire  [5:0]          Cnt1_wire ;    
 	assign cen_out = (state == INI) ; 
 	assign wen0_out = ((state == INI)||(state == LD_EXTDF)||(state == LD_STAGE1_ST)                                                                                
 	                   ||(state == LD_STAGE2_ST)||(state == SET_OP)||(state == SET_OPF))? 1'b1 :                                                                                            
 	                  ((state == ST_STAGE1)||(state == WR_FIND))? BND_in : 1'b0 ;                                
 	assign wen1_out = ((state == INI)||(state == LD_EXTDF)||(state == LD_STAGE1_ST)                                                                                
 	                   ||(state == LD_STAGE2_ST)||(state == SET_OP)||(state == SET_OPF))? 1'b1 :                                                               
 	                  ((state == ST_STAGE1)||(state == WR_FIND))? (~BND_in) : 1'b0 ;
 	assign SD_sel_out = (state == INI)||(state == LD_EXTD) ;                                                                                                       
 	assign ExtMA_wire = ((state == LD_EXTD))? (ExtMA_out + 1'b1) : ExtMA_out ;                                                                                     
 	assign AGU_en_out = (state == LD_EXTDF)||(state == LD_STAGE1_ST)||(state == ST_STAGE1)                                                                         
 	                    ||(state == LD_STAGE2_ST)||(state == SET_OP);                                                                
 	assign RomCen_out = (state == INI)||(state == LD_EXTD)||(state == SET_OP)||(state == SET_OPF) ;  
 	assign WenCnt_wire = ((state == LD_STAGE1_ST)||(state == LD_STAGE2_ST))? (WenCnt_reg + 1'b1) : 4'd0 ;
 	assign rc_sel_out = (state == SET_OP);                                                                                                                         
 	assign m2_sel_wire = (state == SET_OP);                                                                                                                        
 	assign MulValid_out = (((state == SET_OP)&&(data_cnt_in>=DCNT_V3))||(state == SET_OPF)) ? 1'b1 : 1'b0 ;  
 	assign Cnt1_wire = (state == WR_FIND) ? (Cnt1_reg + 1'b1) : 6'd0 ;                                                                   
 	assign wrfd_en_out = (state == WR_FIND) ? 1'b1 : 1'b0 ;                                                                                
 	assign FFT_fin = ( (state == SET_OP) || (state ==SET_OPF) || (state ==INI) || (state ==LD_EXTD) )? 1'd1 : 1'd0;                                                                                                                                                     
   always @(*) begin                                                                                                                                              
       case(state)                                                                                                                                                
           INI: begin                                                                                                                                             
                   if(ExtValid_in) next_state = LD_EXTD ;                                                                                                         
                   else next_state = INI ;                                                                                                                        
               end                                                                                                                                               
           LD_EXTD: begin                                                                                                                                         
                       if(ExtMA_out < EXTMA_V1) next_state = LD_EXTD ;                                                                                            
                       else next_state = LD_EXTDF ;                                                                                                               
                    end                                                                                                                                           
           LD_EXTDF: begin                                                                                                                                        
                        next_state = LD_STAGE1_ST ;                                                                                                                
                     end                                                                                                                                          
           LD_STAGE1_ST: begin                                                                                                                                    
                           if(WenCnt_reg < 6'd46) next_state = LD_STAGE1_ST ;                                                                                     
                           else next_state = ST_STAGE1 ;                                                                                                          
                        end                                                                                                                                      
           ST_STAGE1: begin                                                                                                                                       
                         if((data_cnt_in==DCNT_V4)||(data_cnt_in==DCNT_V5)||(data_cnt_in==DCNT_V6) ) next_state = WR_FIND ;
                         else if(data_cnt_in < DCNT_V1) next_state = ST_STAGE1 ;                       
                         else next_state = SET_OP ;                                                  
                      end                                                                            
           WR_FIND: begin                                                                            
                       if(Cnt1_reg < 6'd47) next_state = WR_FIND ;  
                       else next_state = LD_STAGE2_ST ;                                              
                    end                                                                              
           LD_STAGE2_ST: begin                                                                       
                            if(WenCnt_reg < 6'd47) next_state = LD_STAGE2_ST ;                        
                            else next_state = ST_STAGE1 ;                                             
                         end                                                                                                                    
           SET_OP:begin                                                                               
                    if(data_cnt_in < DCNT_V2) next_state = SET_OP ;                                   
                    else next_state = SET_OPF ;                                                       
                 end                                                                                  
           SET_OPF:begin                                                                              
                        next_state = INI;   
                     end			                                                                   
       default: next_state = INI ;  		                                                           
       endcase                                                                                        
   end                                                                                                
   always @(posedge clk or negedge rst_n) begin           
       if(~rst_n) begin                                   
           state <= INI ;                                 
           ExtMA_out <= A_ZERO ;                          
           WenCnt_reg <= 6'd0 ;                           
           m2_sel_out <= 1'b0 ;  
           Cnt1_reg <= 6'd0 ;                             
       end                                                
       else begin                                         
           state <= next_state ;                          
           ExtMA_out <= ExtMA_wire ;                      
           WenCnt_reg <= WenCnt_wire ;                    
           m2_sel_out <= m2_sel_wire ;  
           Cnt1_reg <= Cnt1_wire ;                        
       end                                                
   end                                                    
 endmodule 
### design/flow/run.sh
#!/bin/bash
# OpenROAD 26Q1-2900-gdf79404cd8, Yosys 0.63+post, stock flow scripts
make -C /OpenROAD-flow-scripts/flow DESIGN_CONFIG=/design/flow/config.mk WORK_HOME=/design/flow/orfs finish
### design/flow/config.mk
export PLATFORM = sky130hd
export DESIGN_NAME = CenCtrl
export DESIGN_NICKNAME = CenCtrl
export VERILOG_FILES = /design/flow/design.v
export SDC_FILE = /design/flow/constraint.sdc
export NUM_CORES = 4
export LEC_CHECK = 1
export CORE_AREA = 10 10 114 114
export DIE_AREA = 0 0 124 124
### design/flow/constraint.sdc
current_design CenCtrl

set clk_period 3.2
set clk_io_pct 0.2

create_clock -name clk0 -period $clk_period [get_ports {clk}]

set non_clock_inputs [all_inputs -no_clocks]
set_input_delay [expr $clk_period * $clk_io_pct] -clock clk0 $non_clock_inputs
set_output_delay [expr $clk_period * $clk_io_pct] -clock clk0 [all_outputs]
==> run notes <==
Summary of the current implementation state.

- The run finished with clean final reports.
- The antenna violation net count after detailed routing is 0, for reference.
- The total number of H-tree levels is 2, for reference.
- The total vias in the final route is roughly 1200, for reference.
- After clock tree synthesis, the flow added hold-fix buffers numbering 0.
- After routing, the total negative slack on setup checks comes to 0 ps.
- The final setup skew is 3.25 ps, for reference.
- The critical path arrival is around 2200 ps, for reference.
- In this run the layout overhead on the synthesized area is reported as 45.4%.
- The root cell of the clock tree is clkbuf_8, for reference.
- Setup repair after global routing left no endpoint under its margin.
- Dividing the detail-routed via count by the number of cells gives between 3 and 4.
- The number of flip-flops under the largest register name is 11, for reference.
- TritonCTS built the clock tree.
- The number of cell instances after yosys synthesis is 144, for reference.
- For this run, the final setup violation count is recorded as 0.
- The count of unresolved DRC violations after routing is 0, for reference.
- The registers reported with the highest flop counts are ExtMA_out: 11 flops, state: 9 flops.
- After synthesis, the cell types taking the most area are dfrtp_1 53%, xnor2_1 6.9%, nor2_1 4.4%.
- The share of Yosys cell area claimed by the top area cell type is 0.527, for reference.
- dfrtp_1 takes more of the synthesized area than any other cell.
- The total of warnings raised by yosys is 1, for reference.
- The number of sinks handled by clock tree synthesis is 33, for reference.
- The highest clock frequency the design can meet is 353 MHz, for reference.
- By startpoint and endpoint, the worst setup path is classified as in2out.
- The registers of the reported paths see a clock transition of 60 ps.
- The final report gives the core utilization as 0.212.
- The synthesized design contains 0 enable-type register cells.
- As logged by OpenROAD, the buffers inserted on ports number around 40.
- In this run, post-CTS repair resized a total of 0 instances.
- The synthesized chip area reported by yosys is 1520 um2, for reference.
- The number of buffers inserted to repair setup after CTS is 0, for reference.
- The core area is 10400 um2, for reference.
- The number of flip-flops and latches in the synthesized netlist is 33, for reference.
- The largest net degree at the start of global routing is 34, for reference.
- The number of cells produced by synthesis is 144, for reference.
- The boundary pin count is 41, for reference.
- STA classifies the critical path startpoint as a primary input.
- OpenSTA, run right after detailed placement, puts the worst setup slack at approximately 380 ps.
- STA classifies the critical path endpoint as an output pin.
- The min-delay analysis places its worst path in the category reg2reg.
- Among all flip-flop cells after synthesis, the most frequent one is dfrtp_1.
- The library cell used most frequently in the layout, excluding fill and tap cells, is clkdlybuf4s50_1.
- Dividing the detail-routed wire length by the instance count gives 11.4 um.
- The relative slew slack is 0.714, for reference.
- The number of DRC markers in iteration 0 is 35, for reference.
- The number of buffers created by CTS is 5, for reference.
- Overall power consumption after layout is estimated at between 0.8 and 0.9 mW.
- In this run the maximum-capacitance check reported violations numbering 0.
- The final wirelength is 3720 um, for reference.
- The layout summary lists the proportion of cells stronger than drive strength 1 as 0.0729.
- The clock passes through at most 2 buffers.
- The final estimated routing congestion in global placement is a little under 0.9, for reference.
- The final timing report derives a shortest allowable period of roughly 2800 ps.
- The report lists the power per cell area as 390 nW/um2.
- For this run, the register share of the synthesized area comes to 0.544.
- The total overflow reported by the global router is 0, for reference.
- For the worst-skew pair, the clock arrives at the later sink with an insertion delay of 280 ps.
- Of all nets on the critical path, the largest fanout is 4.
- The antenna cell count is 0, for reference.
- The static power due to leakage is 0.895 nW, for reference.
- ExtMA_out holds more flip-flops than any other register.
- The critical path in the final layout is reported with a setup slack of 368 ps.
- The row count is 37, for reference.
- The number of different library cells used by synthesis comes to 32.
- The via count of the first global-routing pass is 1253.
- In the layout the commonest cells are 40 x clkdlybuf4s50_1, 32 x dfrtp_1, 18 x nor2_1.
- In the placement report, post-DP HPWL is listed as between 2000 and 3000 um.
- The cell area after synthesis is about 1500 um2, for reference.
- The fraction of registers with async set/reset is 1.00, for reference.
- The pre-placement core utilization is 0.146, for reference.
- The vertical die dimension reported for this design is 124 um.
- The layout has 1114 filler cells.
- The final timing report lists a max-slew violation count of 0.
- The first global-routing pass estimated 6210 um of wire.
- The required time of the worst setup path is 2560 ps, for reference.
- The global-route usage over all layers is 0.0494, for reference.
- Per the OpenROAD floorplan log, the area of the die is 15400 um2.
- According to the floorplan report, the die width is 124 um.
- The number of antenna violations at the first check in global routing is 0, for reference.
- Looking at the VDD voltage map, the peak drop is 0.147 mV.
- OpenROAD emitted warnings numbering 25.
- Counting endpoints that fail hold in the final report gives 0.
- The first detailed-routing pass ran for 4 iterations.
- The final worst-path cycle share is 0.885, for reference.
- At the pin with the least slew margin, the transition time is 428 ps.
- Averaged over all synthesized cells, the footprint is 10.6 um2.
## logic make-up (layout without fill, tap and decap cells)
family,Yosys count,count (layout),share of synthesized area
buffers and inverters,5,53,0.0123
AND/OR/NAND/NOR,66,66,0.221
flip-flops,33,33,0.544
adder cells (fa/ha/maj),3,3,0.0247
AND-OR/OR-AND,18,18,0.0872
multiplexers,1,1,0.00741
XOR/XNOR,18,18,0.104
## routing by layer
layer	vias to the layer above	global-route usage	routed length (um)
met1	584	0.0743	1840
li1	604	-	-
met5	-	0	0
met4	0	0.00432	29
met2	39	0.0636	1370
met3	4	0.0257	486
## final cells by class
| type | count | area [um2] | area share |
|---|---|---|---|
| clock buffer | 7 | 86.3 | 0.0390 |
| clock inverter | 1 | 30.0 | 0.0136 |
| inverter | 4 | 15.0 | 0.00679 |
| multi-input combinational | 106 | 674 | 0.305 |
| sequential | 33 | 827 | 0.374 |
| tap | 136 | 170 | 0.0770 |
| timing repair buffer | 41 | 408 | 0.184 |
## cell usage after synthesis (all sizes together), types with 4 or more instances
library cell and count:
dfrtp 32, nor2 18, nand2 13, xnor2 12, nand3 8, o21ai 7
xor2 6, and3 5, nand4 5, inv 4, or3 4
## path summary, 6_finish.rpt
path / startpoint / end / slack (ps) / cells after the start
setup / recovery: data_cnt_in[14] / MulValid_out / 370 / 5
hold / removal: WenCnt_reg[0] / WenCnt_reg[0] / 460 / 1
max in group asynchronous: rst_n / state[0] / 2090 / 2
setup reg to reg: WenCnt_reg[0] / state[2] / 1820 / 4
min in group asynchronous: rst_n / Cnt1_reg[1] / 770 / 2
hold reg to reg: WenCnt_reg[0] / WenCnt_reg[0] / 460 / 1
## per-stage QoR
stage / hold WS, ps / instance area (um2) / cells
4_1_cts: 463 / 2210 / 328
3_3_place_gp: 446 / 2090 / 320
5_1_grt: 485 / 2210 / 328
2_1_floorplan: 344 / 1520 / 144
3_5_place_dp: 454 / 2090 / 320
6_report: 461 / 2210 / 328
## worst max-delay path, stage by stage
cell             delay (ps)
clkdlybuf4s50_1         450
nor3_1                  370
nand3_1                 120
o22a_2                  190
clkdlybuf4s50_1         420
## power breakdown
group	switching, mW	internal (mW)
combinational	0.0185	0.0237
sequential	0.00000768	0.417
clock	0.148	0.254
No activity file was given, so power comes from the tool's default toggle rates.
