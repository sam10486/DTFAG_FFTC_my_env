`flow/run.sh`:
```
#!/bin/bash
# OpenROAD 26Q1-2900-gdf79404cd8, Yosys 0.63+post, stock flow scripts
make -C /OpenROAD-flow-scripts/flow DESIGN_CONFIG=/design/flow/config.mk WORK_HOME=/design/flow/orfs finish
```
`flow/constraint.sdc`:
```
current_design R16_NPipeReg3

set clk_period 1.0
set clk_io_pct 0.2

create_clock -name clk0 -period $clk_period [get_ports {clk}]

set non_clock_inputs [all_inputs -no_clocks]
set_input_delay [expr $clk_period * $clk_io_pct] -clock clk0 $non_clock_inputs
set_output_delay [expr $clk_period * $clk_io_pct] -clock clk0 [all_outputs]
```
`flow/config.mk`:
```
export PLATFORM = sky130hd
export DESIGN_NAME = R16_NPipeReg3
export DESIGN_NICKNAME = R16_NPipeReg3
export VERILOG_FILES = /design/flow/design.v
export SDC_FILE = /design/flow/constraint.sdc
export NUM_CORES = 4
export LEC_CHECK = 1
export CORE_UTILIZATION = 40
```
`flow/design.v`:
```
`timescale 1ns / 10ps
module R16_NPipeReg3(N_D4_out,                      
                     N_in,                          
                     rst_n,                         
                     clk                            
                     ) ;                            
parameter P_WIDTH     = 64 ;                        
parameter P_ZERO      = 64'h0 ;                     
output [P_WIDTH-1:0] N_D4_out ;                     
input [P_WIDTH-1:0]  N_in ;                         
input                rst_n ;                        
input                clk ;                          
reg [P_WIDTH-1:0]  N_D4_out ;                       
	always @(posedge clk or negedge rst_n) begin       
		if(~rst_n) begin                               
			N_D4_out <= P_ZERO ;                       
		end                                            
		else begin                                     
			N_D4_out <= N_in ;                      
		end                                            
	end                                                
endmodule                                           
```
==> job_summary.md <==
### Metrics collected by this job

| Metric | Value |
|---|---|
| Status | `finished with violations` |
| Failing checks | `hold timing, setup timing` |
| Syn-to-layout area delta | `80.0%` |
| 1st-pass router iterations | `3` |
| Final min period | `approximately 1.1 ns` |
| Gpl congestion | `0.710` |
| Yosys stat cell total | `64` |
| Number of logic gates | `0` |
| Critical path class | `flip-flop to primary output` |
| Finish-stage setup viols | `24` |
| Share of post-route cells with drive strength above 1 | `38.1%` |
| CP Buf/Inv Count | `1` |
| Worst setup EP type | `primary output` |
| Top reg by flops | `N_D4_out` |
| Commonest cells in the netlist | `64 x dfrtp_1` |
| # DRC | `0` |
| # port buffers | `129` |
| Inst Count DP | `242` |
| Antenna violations before repair | `0` |
| Peak VDD IR | `1.63 mV` |
| Clk pin slew, worst setup/hold paths | `0.06 ns` |
| Drt total wl | `5290 um` |
| IO Count | `130` |
| Final Max-Slew Violation Tally | `0` |
| Post-synth EDFFs | `0` |
| Ys async rst share | `100%` |
| Largest register FFs | `64` |
| Log Warnings | `30` |
| Mapped Cells | `about 64` |
| Comb area | `0 um2` |
| Synth area leader | `dfrtp_1` |
| Crit start category | `flip-flop` |
| Floorplan core density | `42.8%` |
| Routed vias | `1118` |
| Actual slew at the worst max-slew pin | `0.323 ns` |
| Drt via density | `4.32` |
| Row cnt | `22` |
| Total of max-cap violations | `0` |
| Core occupancy in the finished layout | `between 70 and 80%` |
| Hold WC Path Type | `primary input to asynchronous set/reset pin` |
| Post-synth area hogs | `dfrtp_1 100%` |
| Yosys warnings | `1` |
| Top_reg_cell synth | `dfrtp_1` |
| Crit path DRT | `0.80 ns` |
| Seq/Total Area, Yosys | `around 100%` |
| Vias in the first global route | `1183` |
| Crit-path max cell delay | `0.41 ns` |
| Arrival @ worst endpoint | `0.88 ns` |
| Crit share post-route | `108%` |
| CTS max path bufs | `2` |
| Top cell area share | `100%` |
| Die width | `65.3 um` |
| Critical path depth in cells | `1` |
| LEAKAGE | `1.38 nW` |
| Dpl ws | `-0.0199 ns` |
| Final hold violation count | `64` |
| CTS buffer count | `9` |
| Core Area | `3740 um2` |
| Clk sinks | `~64` |
| Worst setup margin | `-0.0825 ns` |
| Count leader, synth | `dfrtp_1` |
| Die ar. | `between 4000 and 5000 um2` |
| CTS tree | `built` |
| Pwr Total | `5.67 mW` |
| Yosys cell types | `1` |
| FMAX | `924 MHz` |
| H-tree depth | `3` |
| Mapped cell area | `roughly 1600 um2` |
| Slew HR | `78.4%` |
| Yosys stat chip area | `1600 um2` |
| Fin cells | `259` |
| Global-route wire length before repair | `7730 um` |
| GRT Residual Overflow | `0` |
| Slowest CP cell | `dfrtp_1` |
| Die height | `65.3 um` |
| Worst setup startpoint | `N_D4_out[15]$_DFF_PN0_` |
| RSZ-0062 raised after global routing | `true` |
| Crit path max-delay family | `flip-flops` |
| #FFs+latches synth | `64` |
| Post-CTS setup buffer count | `0` |
| Crit-path cells | `buf_2` |
| Routed wire length per instance | `roughly 20 um` |
| Root buffer cell | `clkbuf_8` |
| P per Cell Area | `1970 nW/um2` |
| Regs by FF count | `N_D4_out (64)` |
| Antenna viol nets, final | `0` |
| Max FO, Critical Path | `1` |
| Largest net degree at the start of global routing | `65` |
| HPWL after DPL | `2860 um` |
| Final hold slack | `-0.109 ns` |
| Setup TNS | `-0.547 ns` |
| All-Layer GR Usage | `29.3%` |
| Iter 0 DRT Violations | `38` |
| Synth Area per Inst | `25.0 um2` |
==> cells by family (layout without fill, tap and decap cells) <==
| kind of cell | count (synthesis) | in the layout | synth area share (%) |
|---|---|---|---|
| other cells | 0 | 1 | 0 |
| flops | 64 | 64 | 100 |
| buf+inv | 0 | 146 | 0 |
==> layer usage <==
layer,track usage [%],vias up,routed length (um)
met5,0,-,0
met4,4.89,0,84
met3,18.5,8,839
met2,40.7,91,2370
met1,42.6,539,1990
li1,-,480,-
==> cells in the final DEF (no fill, tap or decap) <==
| master | netlist | routed |
|---|---|---|
| buf_2 | 0 | 65 |
| buf_12 | 0 | 1 |
| clkbuf_1 | 0 | 2 |
| bufinv_16 | 0 | 2 |
| dfrtp_1 | 64 | 64 |
| diode_2 | 0 | 1 |
| clkbuf_8 | 0 | 12 |
| clkdlybuf4s50_1 | 0 | 64 |
==> stage by stage <==
stage	area [um2]	hold WS, ns
2_1_floorplan	1600	-0.0956
3_3_place_gp	2970	0.227
3_5_place_dp	2970	0.236
4_1_cts	2880	-0.112
5_1_grt	2880	-0.114
6_report	2880	-0.109
==> timing repair <==
action                                  CTS  global route
resized                                 199             0
endpoints found under the setup margin   64            64
endpoints found under the hold margin    64            64
==> final timing paths <==
| path | endpoint | slack, ns |
|---|---|---|
| worst max-delay path | N_D4_out[15] | -0.08 |
| worst min-delay path | N_D4_out[2]$_DFF_PN0_ | -0.11 |
| max in group asynchronous | N_D4_out[52]$_DFF_PN0_ | 0.84 |
| min in group clk0 | N_D4_out[41]$_DFF_PN0_ | 0.31 |
==> where the power goes <==
part           switching [mW]  internal, mW
combinational           0.123         0.309
clock                   0.862          1.61
sequential             0.0407          2.72
==> cell type report <==
class	instances	area [um2]
repair buffers	130	986
clock inverters	2	60.1
well taps	48	60.1
diodes	1	2.50
fillers	256	861
flip-flops and latches	64	1600
clock buffers	14	173
No activity file was given, so power comes from the tool's default toggle rates.
