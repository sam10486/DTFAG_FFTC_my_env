`run.sh`:
```
#!/bin/bash
# OpenROAD 26Q1-2900-gdf79404cd8, Yosys 0.63+post, stock flow scripts
make -C /OpenROAD-flow-scripts/flow DESIGN_CONFIG=/design/flow/config.mk WORK_HOME=/design/flow/orfs finish
```
`config.mk`:
```
export PLATFORM = sky130hd
export DESIGN_NAME = R16_WAddr
export DESIGN_NICKNAME = R16_WAddr
export VERILOG_FILES = /design/flow/design.v
export SDC_FILE = /design/flow/constraint.sdc
export NUM_CORES = 4
export LEC_CHECK = 1
export CORE_UTILIZATION = 40
```
`design.v`:
```
`timescale 1ns / 10ps
 module R16_WAddr(BND_out,                  
 			     WMA_out,                  
                  BN_in,                    
 		         MA_in,                    
                  rst_n,                    
                  clk                       
                  ) ;                       
 parameter A_WIDTH   = 11;
 parameter A_ZERO    = 11'h0; 
 parameter BN_ZERO   = 1'h0 ;                  
 output              BND_out ;                 
 output[A_WIDTH-1:0] WMA_out ;                 
 input               BN_in ;                   
 input [A_WIDTH-1:0] MA_in ;                   
 input               rst_n ;                   
 input               clk ;                     
 reg                 BN_D0_reg ;               
 reg                 BN_D1_reg ;               
 reg                 BN_D2_reg ;               
 reg                 BN_D3_reg ;               
 reg                 BN_D4_reg ;               
 reg                 BN_D5_reg ;               
 reg                 BN_D6_reg ;               
 reg                 BN_D7_reg ;               
 reg                 BN_D8_reg ;               
 reg                 BN_D9_reg ;               
 reg                 BN_D10_reg ;              
 reg                 BN_D11_reg ;              
 reg                 BN_D12_reg ;              
 reg                 BN_D13_reg ;              
 reg                 BN_D14_reg ;              
 reg                 BN_D15_reg ;              
 reg                 BN_D16_reg ;              
 reg                 BN_D17_reg ;              
 reg                 BN_D18_reg ;              
 reg                 BN_D19_reg ;              
 reg                 BN_D20_reg ;              
 reg                 BN_D21_reg ;              
 reg                 BN_D22_reg ;              
 reg                 BN_D23_reg ;              
 reg                 BN_D24_reg ;              
 reg                 BN_D25_reg ;              
 reg                 BN_D26_reg ;              
 reg                 BN_D27_reg ;              
 reg                 BN_D28_reg ;              
 reg                 BN_D29_reg ;              
 reg                 BN_D30_reg ;              
 reg                 BN_D31_reg ;              
 reg                 BN_D32_reg ;              
 reg                 BN_D33_reg ;              
 reg                 BN_D34_reg ;              
 reg                 BN_D35_reg ;              
 reg                 BN_D36_reg ;              
 reg                 BN_D37_reg ;              
 reg                 BN_D38_reg ;              
 reg                 BN_D39_reg ;              
 reg                 BN_D40_reg ;              
 reg                 BN_D41_reg ;              
 reg                 BN_D42_reg ;              
 reg                 BN_D43_reg ;              
 reg                 BN_D44_reg ;              
 reg                 BN_D45_reg ;              
 reg                 BND_out ;                 
 reg   [A_WIDTH-1:0] MA_D0_reg ;               
 reg   [A_WIDTH-1:0] MA_D1_reg ;               
 reg   [A_WIDTH-1:0] MA_D2_reg ;               
 reg   [A_WIDTH-1:0] MA_D3_reg ;               
 reg   [A_WIDTH-1:0] MA_D4_reg ;               
 reg   [A_WIDTH-1:0] MA_D5_reg ;               
 reg   [A_WIDTH-1:0] MA_D6_reg ;               
 reg   [A_WIDTH-1:0] MA_D7_reg ;               
 reg   [A_WIDTH-1:0] MA_D8_reg ;               
 reg   [A_WIDTH-1:0] MA_D9_reg ;               
 reg   [A_WIDTH-1:0] MA_D10_reg ;              
 reg   [A_WIDTH-1:0] MA_D11_reg ;              
 reg   [A_WIDTH-1:0] MA_D12_reg ;              
 reg   [A_WIDTH-1:0] MA_D13_reg ;              
 reg   [A_WIDTH-1:0] MA_D14_reg ;              
 reg   [A_WIDTH-1:0] MA_D15_reg ;              
 reg   [A_WIDTH-1:0] MA_D16_reg ;              
 reg   [A_WIDTH-1:0] MA_D17_reg ;              
 reg   [A_WIDTH-1:0] MA_D18_reg ;              
 reg   [A_WIDTH-1:0] MA_D19_reg ;              
 reg   [A_WIDTH-1:0] MA_D20_reg ;              
 reg   [A_WIDTH-1:0] MA_D21_reg ;              
 reg   [A_WIDTH-1:0] MA_D22_reg ;              
 reg   [A_WIDTH-1:0] MA_D23_reg ;              
 reg   [A_WIDTH-1:0] MA_D24_reg ;              
 reg   [A_WIDTH-1:0] MA_D25_reg ;              
 reg   [A_WIDTH-1:0] MA_D26_reg ;              
 reg   [A_WIDTH-1:0] MA_D27_reg ;              
 reg   [A_WIDTH-1:0] MA_D28_reg ;              
 reg   [A_WIDTH-1:0] MA_D29_reg ;              
 reg   [A_WIDTH-1:0] MA_D30_reg ;              
 reg   [A_WIDTH-1:0] MA_D31_reg ;              
 reg   [A_WIDTH-1:0] MA_D32_reg ;              
 reg   [A_WIDTH-1:0] MA_D33_reg ;              
 reg   [A_WIDTH-1:0] MA_D34_reg ;              
 reg   [A_WIDTH-1:0] MA_D35_reg ;              
 reg   [A_WIDTH-1:0] MA_D36_reg ;              
 reg   [A_WIDTH-1:0] MA_D37_reg ;              
 reg   [A_WIDTH-1:0] MA_D38_reg ;              
 reg   [A_WIDTH-1:0] MA_D39_reg ;              
 reg   [A_WIDTH-1:0] MA_D40_reg ;              
 reg   [A_WIDTH-1:0] MA_D41_reg ;              
 reg   [A_WIDTH-1:0] MA_D42_reg ;              
 reg   [A_WIDTH-1:0] MA_D43_reg ;              
 reg   [A_WIDTH-1:0] MA_D44_reg ;              
 reg   [A_WIDTH-1:0] MA_D45_reg ;              
 reg   [A_WIDTH-1:0] MA_D46_reg ;              
 reg   [A_WIDTH-1:0] WMA_out ;                 
 	always @(posedge clk or negedge rst_n) begin
 		if(~rst_n) begin                      
 			BN_D0_reg  <= BN_ZERO ;           
 			BN_D1_reg  <= BN_ZERO ;           
 			BN_D2_reg  <= BN_ZERO ;           
 			BN_D3_reg  <= BN_ZERO ;           
 			BN_D4_reg  <= BN_ZERO ;           
 			BN_D5_reg  <= BN_ZERO ;           
 			BN_D6_reg  <= BN_ZERO ;           
 			BN_D7_reg  <= BN_ZERO ;           
 			BN_D8_reg  <= BN_ZERO ;           
 			BN_D9_reg  <= BN_ZERO ;           
 			BN_D10_reg <= BN_ZERO ;           
 			BN_D11_reg <= BN_ZERO ;           
 			BN_D12_reg <= BN_ZERO ;           
 			BN_D13_reg <= BN_ZERO ;           
 			BN_D14_reg <= BN_ZERO ;           
 			BN_D15_reg <= BN_ZERO ;           
 			BN_D16_reg <= BN_ZERO ;           
 			BN_D17_reg <= BN_ZERO ;           
 			BN_D18_reg <= BN_ZERO ;           
 			BN_D19_reg <= BN_ZERO ;           
 			BN_D20_reg <= BN_ZERO ;           
 			BN_D21_reg <= BN_ZERO ;           
 			BN_D22_reg <= BN_ZERO ;           
 			BN_D23_reg <= BN_ZERO ;           
 			BN_D24_reg <= BN_ZERO ;           
 			BN_D25_reg <= BN_ZERO ;           
 			BN_D26_reg <= BN_ZERO ;           
 			BN_D27_reg <= BN_ZERO ;           
 			BN_D28_reg <= BN_ZERO ;           
 			BN_D29_reg <= BN_ZERO ;           
 			BN_D30_reg <= BN_ZERO ;           
 			BN_D31_reg <= BN_ZERO ;           
 			BN_D32_reg <= BN_ZERO ;           
 			BN_D33_reg <= BN_ZERO ;           
 			BN_D34_reg <= BN_ZERO ;           
 			BN_D35_reg <= BN_ZERO ;           
 			BN_D36_reg <= BN_ZERO ;           
 			BN_D37_reg <= BN_ZERO ;           
 			BN_D38_reg <= BN_ZERO ;           
 			BN_D39_reg <= BN_ZERO ;           
 			BN_D40_reg <= BN_ZERO ;           
 			BN_D41_reg <= BN_ZERO ;           
 			BN_D42_reg <= BN_ZERO ;           
 			BN_D43_reg <= BN_ZERO ;           
 			BN_D44_reg <= BN_ZERO ;           
 			BN_D45_reg <= BN_ZERO ;           
 			BND_out    <= BN_ZERO ;           
 			MA_D0_reg  <= A_ZERO ;            
 			MA_D1_reg  <= A_ZERO ;            
 			MA_D2_reg  <= A_ZERO ;            
 			MA_D3_reg  <= A_ZERO ;            
 			MA_D4_reg  <= A_ZERO ;            
 			MA_D5_reg  <= A_ZERO ;            
 			MA_D6_reg  <= A_ZERO ;            
 			MA_D7_reg  <= A_ZERO ;            
 			MA_D8_reg  <= A_ZERO ;            
 			MA_D9_reg  <= A_ZERO ;            
 			MA_D10_reg <= A_ZERO ;            
 			MA_D11_reg <= A_ZERO ;            
 			MA_D12_reg <= A_ZERO ;            
 			MA_D13_reg <= A_ZERO ;            
 			MA_D14_reg <= A_ZERO ;            
 			MA_D15_reg <= A_ZERO ;            
 			MA_D16_reg <= A_ZERO ;            
 			MA_D17_reg <= A_ZERO ;            
 			MA_D18_reg <= A_ZERO ;            
 			MA_D19_reg <= A_ZERO ;            
 			MA_D20_reg <= A_ZERO ;            
 			MA_D21_reg <= A_ZERO ;            
 			MA_D22_reg <= A_ZERO ;            
 			MA_D23_reg <= A_ZERO ;            
 			MA_D24_reg <= A_ZERO ;            
 			MA_D25_reg <= A_ZERO ;            
 			MA_D26_reg <= A_ZERO ;            
 			MA_D27_reg <= A_ZERO ;            
 			MA_D28_reg <= A_ZERO ;            
 			MA_D29_reg <= A_ZERO ;            
 			MA_D30_reg <= A_ZERO ;            
 			MA_D31_reg <= A_ZERO ;            
 			MA_D32_reg <= A_ZERO ;            
 			MA_D33_reg <= A_ZERO ;            
 			MA_D34_reg <= A_ZERO ;            
 			MA_D35_reg <= A_ZERO ;            
 			MA_D36_reg <= A_ZERO ;            
 			MA_D37_reg <= A_ZERO ;            
 			MA_D38_reg <= A_ZERO ;            
 			MA_D39_reg <= A_ZERO ;            
 			MA_D40_reg <= A_ZERO ;            
 			MA_D41_reg <= A_ZERO ;            
 			MA_D42_reg <= A_ZERO ;            
 			MA_D43_reg <= A_ZERO ;            
 			MA_D44_reg <= A_ZERO ;            
 			MA_D45_reg <= A_ZERO ;            
 			MA_D46_reg <= A_ZERO ;            
 			WMA_out    <= A_ZERO ;            
 		end                                   
 		else begin                            
 			BN_D0_reg  <= BN_in ;             
 			BN_D1_reg  <= BN_D0_reg ;         
 			BN_D2_reg  <= BN_D1_reg ;         
 			BN_D3_reg  <= BN_D2_reg ;         
 			BN_D4_reg  <= BN_D3_reg ;         
 			BN_D5_reg  <= BN_D4_reg ;         
 			BN_D6_reg  <= BN_D5_reg ;         
 			BN_D7_reg  <= BN_D6_reg ;         
 			BN_D8_reg  <= BN_D7_reg ;         
 			BN_D9_reg  <= BN_D8_reg ;         
 			BN_D10_reg <= BN_D9_reg ;         
 			BN_D11_reg <= BN_D10_reg ;        
 			BN_D12_reg <= BN_D11_reg ;        
 			BN_D13_reg <= BN_D12_reg ;        
 			BN_D14_reg <= BN_D13_reg ;        
 			BN_D15_reg <= BN_D14_reg ;        
 			BN_D16_reg <= BN_D15_reg ;        
 			BN_D17_reg <= BN_D16_reg ;        
 			BN_D18_reg <= BN_D17_reg ;        
 			BN_D19_reg <= BN_D18_reg ;        
 			BN_D20_reg <= BN_D19_reg ;        
 			BN_D21_reg <= BN_D20_reg ;        
 			BN_D22_reg <= BN_D21_reg ;        
 			BN_D23_reg <= BN_D22_reg ;        
 			BN_D24_reg <= BN_D23_reg ;        
 			BN_D25_reg <= BN_D24_reg ;        
 			BN_D26_reg <= BN_D25_reg ;        
 			BN_D27_reg <= BN_D26_reg ;        
 			BN_D28_reg <= BN_D27_reg ;        
 			BN_D29_reg <= BN_D28_reg ;        
 			BN_D30_reg <= BN_D29_reg ;        
 			BN_D31_reg <= BN_D30_reg ;        
 			BN_D32_reg <= BN_D31_reg ;        
 			BN_D33_reg <= BN_D32_reg ;        
 			BN_D34_reg <= BN_D33_reg ;        
 			BN_D35_reg <= BN_D34_reg ;        
 			BN_D36_reg <= BN_D35_reg ;        
 			BN_D37_reg <= BN_D36_reg ;        
 			BN_D38_reg <= BN_D37_reg ;        
 			BN_D39_reg <= BN_D38_reg ;        
 			BN_D40_reg <= BN_D39_reg ;        
 			BN_D41_reg <= BN_D40_reg ;        
 			BN_D42_reg <= BN_D41_reg ;        
 			BN_D43_reg <= BN_D42_reg ;        
 			BN_D44_reg <= BN_D43_reg ;        
 			BN_D45_reg <= BN_D44_reg ;        
 			BND_out    <= BN_D45_reg ;        
 			MA_D0_reg  <= MA_in ;             
 			MA_D1_reg  <= MA_D0_reg ;         
 			MA_D2_reg  <= MA_D1_reg ;         
 			MA_D3_reg  <= MA_D2_reg ;         
 			MA_D4_reg  <= MA_D3_reg ;         
 			MA_D5_reg  <= MA_D4_reg ;         
 			MA_D6_reg  <= MA_D5_reg ;         
 			MA_D7_reg  <= MA_D6_reg ;         
 			MA_D8_reg  <= MA_D7_reg ;         
 			MA_D9_reg  <= MA_D8_reg ;         
 			MA_D10_reg <= MA_D9_reg ;         
 			MA_D11_reg <= MA_D10_reg ;        
 			MA_D12_reg <= MA_D11_reg ;        
 			MA_D13_reg <= MA_D12_reg ;        
 			MA_D14_reg <= MA_D13_reg ;        
 			MA_D15_reg <= MA_D14_reg ;        
 			MA_D16_reg <= MA_D15_reg ;        
 			MA_D17_reg <= MA_D16_reg ;        
 			MA_D18_reg <= MA_D17_reg ;        
 			MA_D19_reg <= MA_D18_reg ;        
 			MA_D20_reg <= MA_D19_reg ;        
 			MA_D21_reg <= MA_D20_reg ;        
 			MA_D22_reg <= MA_D21_reg ;        
 			MA_D23_reg <= MA_D22_reg ;        
 			MA_D24_reg <= MA_D23_reg ;        
 			MA_D25_reg <= MA_D24_reg ;        
 			MA_D26_reg <= MA_D25_reg ;        
 			MA_D27_reg <= MA_D26_reg ;        
 			MA_D28_reg <= MA_D27_reg ;        
 			MA_D29_reg <= MA_D28_reg ;        
 			MA_D30_reg <= MA_D29_reg ;        
 			MA_D31_reg <= MA_D30_reg ;        
 			MA_D32_reg <= MA_D31_reg ;        
 			MA_D33_reg <= MA_D32_reg ;        
 			MA_D34_reg <= MA_D33_reg ;        
 			MA_D35_reg <= MA_D34_reg ;        
 			MA_D36_reg <= MA_D35_reg ;        
 			MA_D37_reg <= MA_D36_reg ;        
 			MA_D38_reg <= MA_D37_reg ;        
 			MA_D39_reg <= MA_D38_reg ;        
 			MA_D40_reg <= MA_D39_reg ;        
 			MA_D41_reg <= MA_D40_reg ;        
 			MA_D42_reg <= MA_D41_reg ;        
 			MA_D43_reg <= MA_D42_reg ;        
 			MA_D44_reg <= MA_D43_reg ;        
 			MA_D45_reg <= MA_D44_reg ;        
 			MA_D46_reg <= MA_D45_reg ;        
 			WMA_out    <= MA_D46_reg ;        
 		end                                   
 	end                                       
 endmodule                                     
```
`constraint.sdc`:
```
current_design R16_WAddr

set clk_period 1.0
set clk_io_pct 0.2

create_clock -name clk0 -period $clk_period [get_ports {clk}]

set non_clock_inputs [all_inputs -no_clocks]
set_input_delay [expr $clk_period * $clk_io_pct] -clock clk0 $non_clock_inputs
set_output_delay [expr $clk_period * $clk_io_pct] -clock clk0 [all_outputs]
```
==> impl_metrics.py <==
# Generated from Yosys and OpenROAD reports
metrics = {
    "final_timing": {
        "max-slew-margin-rel_pct": 47.8,
        "finalClockPeriodUsage_pct": 124,
        "setup_violations": 12,
        "final_hold_viol_count": 0,
        "rsz0062_at_grt": "true",
        "fmax_mhz": 804,
        "maxSlewViolCount": 0,
        "worst_pin_slew_ns": 0.781,
        "period_minus_slack_ns": 1.24,
        "fin_tns_setup_ns": -2.61,
        "fin_skew_ns": 0.00682,
        "setup_slack_ns": -0.244,
    },
    "min_path": {
        "hp-class": "primary input to asynchronous set/reset pin",
    },
    "clocking": {
        "cts.sinks": 575,
        "cts_setup_buffers": 0,
        "cts_tree": "done",
        "clockBufferDepth": 3,
        "numCtsBuffers": 55,
        "path_clk_slew_ns": 0.06,
        "insertion_delay_ns": 0.56,
        "htree_levels": 2,
        "root_buffer": "clkbuf_16",
    },
    "synthesis": {
        "syn_area_mm2": 0.0144,
        "simple_gate_share_pct": 0,
        "ys_seq_share_pct": 100,
        "yosys_warnings": 1,
        "synth.distinct_cells": 1,
        "synth-seq-cells": 575,
        "aoi_share_pct": 0,
        "synth_stat.cells": 575,
        "ys_chip_area_mm2": 0.0144,
        "mux_share_pct": 0,
        "syn_inst": 575,
        "ys_sh_xor_pct": 0,
        "synth_adder_area_share_pct": 0,
        "avgSynthCellArea_um2": 25.0,
    },
    "final_layout": {
        "lay_top_cells": "dfrtp_1 (575), clkbuf_16 (56), buf_12 (18)",
        "utilization_pct": 49.5,
        "drive_gt1_share_pct": 17.6,
        "stdcell_area_mm2": 0.0176,
        "logic_area_um2": 0,
        "lay_top_count": "dfrtp_1",
        "area_delta_synth_final_pct": 22.0,
        "logic_gate_count": 0,
        "fin_cells": 1201,
    },
    "status": {
        "outcome": "complete, but fails checks",
        "violations": "negative setup slack",
    },
    "worst_setup_path": {
        "cp-end-kind": "primary output",
        "worst-setup-path-type": "register to primary output",
        "crit_arrival_ns": 1.04,
        "cp_max_fo": 1,
        "path_buffers": 1,
        "start_kind": "register",
        "crit_chain": "buf_2",
        "slowest_stage": "dfrtp_1",
        "path_delay_family": "flip-flops",
        "worstPathRequired_ns": 0.80,
        "max_stage_delay_ns": 0.37,
    },
    "placed_design": {
        "io_buffers": 25,
        "gp_congestion": 0.712,
        "placed_area_mm2": 0.0156,
        "dp_cells": 1090,
        "pre_cts_ws_ns": 0.0294,
        "place_hpwl_um": 7040,
    },
    "flow_run": {
        "drv_cap": 0,
        "warnings": 27,
    },
    "power": {
        "peakVddDrop_mv": 1.72,
        "power_density_mw_per_mm2": 2590,
        "leakage_nw": 8.00,
    },
    "route": {
        "first_pass_iters": 4,
        "postRouteAntennaNets": 0,
        "n_antenna_cell": 0,
        "wl_per_cell_um": 13.4,
        "drtIter0Drc": 182,
        "drt_wl_total_um": 16100,
        "drcViolationCount": 0,
        "route.vias.total": 4733,
        "routed_via_density": 3.94,
    },
    "global_route": {
        "grt_overflow_total": 0,
        "grt_first_pass_wirelength_um": 28100,
        "grtUsageTotal_pct": 10.2,
        "grt_max_degree": 83,
        "antenna_found_initial": 0,
        "grt_pass1_vias": 5332,
    },
    "floorplanning": {
        "io_pins": 26,
        "row_count": 69,
        "chipHeight_um": 192,
        "fp_util_pct": 40.6,
        "chip_area_mm2": 0.0367,
        "fp.dieW_um": 192,
        "core_mm2": 0.0355,
    },
}
[through the flow]
step | hold WS, ns | power, mW
final | 0.0131 | 45.4
after CTS | 0.00399 | 46.3
after detailed placement | 0.0998 | 25.9
after global placement | 0.101 | 25.8
after floorplan | -0.0956 | 25.0
after global routing | 0.0192 | 47.5
[area by class of cell]
class / count / area, um2
fill: 2726 / 17900
sequential: 575 / 14400
clock buffer: 84 / 1640
timing repair buffer: 67 / 787
tap: 461 / 577
clock inverter: 14 / 164
[final timing paths]
path / slack (ns) / depth (start not counted) / startpoint / to
setup / recovery: -0.24 / 1 / WMA_out[9]$_DFF_PN0_ / WMA_out[9]
hold / removal: 0.01 / 6 / rst_n / MA_D12_reg[8]$_DFF_PN0_
setup reg to reg: 0.49 / 0 / MA_D28_reg[8]$_DFF_PN0_ / MA_D29_reg[8]$_DFF_PN0_
hold reg to reg: 0.34 / 0 / MA_D42_reg[7]$_DFF_PN0_ / MA_D43_reg[7]$_DFF_PN0_
max in group asynchronous: 0.06 / 4 / rst_n / MA_D19_reg[6]$_DFF_PN0_
min in group clk0: 0.07 / 1 / BN_in / BN_D0_reg$_DFF_PN0_
[worst min-delay path, stage by stage]
cell and delay [ns]:
buf_8 0.08, buf_12 0.11, buf_12 0.10, buf_12 0.10, buf_12 0.14, buf_4 0.17
[cell families (layout without fill, tap and decap cells)]
| logic type | Yosys count | after routing |
|---|---|---|
| buf+inv | 0 | 165 |
| flops | 575 | 575 |
[metal layers]
metal  global-route usage (%)  vias up  part of all wire [%]  wire length (um)
li1                         -     2036                     -                 -
met1                     18.2     2557                    48              7730
met2                     12.8       96                    42              6700
met3                     3.30       44                   6.9              1110
met4                     3.48        0                   3.4               551
met5                        0        -                     0                 0
[power by group]
part | internal [mW] | switching [mW]
sequential | 24.4 | 0.311
clock | 12.0 | 7.93
combinational | 0.273 | 0.488
total | 36.7 | 8.73
[synthesized netlist by cell type]
library cell | n | area [um2]
dfrtp_1 | 575 | 14400
[what timing repair did]
| item | 4_1_cts | 5_1_grt |
|---|---|---|
| gates cloned | 0 | 1 |
| hold buffers | 4 | 2 |
| resized | 36 | 4 |
| hold endpoints to repair | 575 | 26 |
| setup endpoints to repair | 12 | 245 |
Power is estimated from default activity; no workload was simulated.
