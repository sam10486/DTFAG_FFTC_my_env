## ./run.sh

```bash
#!/bin/bash
# OpenROAD 26Q1-2900-gdf79404cd8, Yosys 0.63+post, stock flow scripts
make -C /OpenROAD-flow-scripts/flow DESIGN_CONFIG=/design/flow/config.mk WORK_HOME=/design/flow/orfs finish
```

## ./constraint.sdc

```tcl
current_design Ctrl_PipeReg1

set clk_period 1.0
set clk_io_pct 0.2

create_clock -name clk0 -period $clk_period [get_ports {clk}]

set non_clock_inputs [all_inputs -no_clocks]
set_input_delay [expr $clk_period * $clk_io_pct] -clock clk0 $non_clock_inputs
set_output_delay [expr $clk_period * $clk_io_pct] -clock clk0 [all_outputs]
```

## ./config.mk

```make
export PLATFORM = sky130hd
export DESIGN_NAME = Ctrl_PipeReg1
export DESIGN_NICKNAME = Ctrl_PipeReg1
export VERILOG_FILES = /design/flow/design.v
export SDC_FILE = /design/flow/constraint.sdc
export NUM_CORES = 4
export LEC_CHECK = 1
export CORE_UTILIZATION = 50
```

## ./design.v

```verilog
`timescale 1ns / 10ps
 module Ctrl_PipeReg1(                                           
 				        Mul_sel_Dout,                                               
 				        RDC_sel_Dout,                                               
 				        DC_mode_sel_Dout,                                                                                        
 			            Mul_sel_in,                                                 
 			            RDC_sel_in,                                                 
 				        DC_mode_sel_in,                                             
                      rst_n,                                                      
                      clk                                                         
                      ) ;                                                         
 parameter ROMA_WIDTH  = 12;                                                      
 parameter ROMA_ZERO   = 12'h0 ;                                                  
 output [1:0]            Mul_sel_Dout ;                                           
 output [3:0]            RDC_sel_Dout ;                                           
 output [1:0]            DC_mode_sel_Dout ;                                       
 input  [1:0]            Mul_sel_in ;                                             
 input  [3:0]            RDC_sel_in ;                                             
 input  [1:0]            DC_mode_sel_in ;                                         
 input                   rst_n ;                                                  
 input                   clk ;                                                    
 reg                  mode_sel_D0reg ;                                            
 reg                  mode_sel_D1reg ;                                            
 reg                  mode_sel_D2reg ;                                            
 reg                  mode_sel_D3reg ;                                            
 reg                  mode_sel_D4reg ;                                            
 reg [1:0]            Mul_sel_D0reg ;                                             
 reg [1:0]            Mul_sel_D1reg ;                                             
 reg [1:0]            Mul_sel_D2reg ;                                             
 reg [1:0]            Mul_sel_D3reg ;                                             
 reg [1:0]            Mul_sel_D4reg ;                                             
 reg [1:0]            Mul_sel_Dout ;                                              
 reg [3:0]            RDC_sel_D0reg ;                                             
 reg [3:0]            RDC_sel_D1reg ;                                             
 reg [3:0]            RDC_sel_D2reg ;                                             
 reg [3:0]            RDC_sel_D3reg ;                                             
 reg [3:0]            RDC_sel_D4reg ;                                             
 reg [3:0]            RDC_sel_D5reg ;                                             
 reg [3:0]            RDC_sel_D6reg ;                                             
 reg [3:0]            RDC_sel_D7reg ;                                             
 reg [3:0]            RDC_sel_Dout ;                                              
 reg [1:0]            DC_mode_sel_D0reg ;                                         
 reg [1:0]            DC_mode_sel_D1reg ;                                         
 reg [1:0]            DC_mode_sel_D2reg ;                                         
 reg [1:0]            DC_mode_sel_D3reg ;                                         
 reg [1:0]            DC_mode_sel_D4reg ;                                         
 reg [1:0]            DC_mode_sel_D5reg ;                                         
 reg [1:0]            DC_mode_sel_D6reg ;                                         
 reg [1:0]            DC_mode_sel_D7reg ;                                         
 reg [1:0]            DC_mode_sel_D8reg ;                                         
 reg [1:0]            DC_mode_sel_D9reg ;                                         
 reg [1:0]            DC_mode_sel_D10reg ;                                        
 reg [1:0]            DC_mode_sel_D11reg ;                                        
 reg [1:0]            DC_mode_sel_D12reg ;                                        
 reg [1:0]            DC_mode_sel_D13reg ;                                        
 reg [1:0]            DC_mode_sel_D14reg ;                                        
 reg [1:0]            DC_mode_sel_D15reg ;                                        
 reg [1:0]            DC_mode_sel_D16reg ;                                        
 reg [1:0]            DC_mode_sel_D17reg ;                                        
 reg [1:0]            DC_mode_sel_D18reg ;                                        
 reg [1:0]            DC_mode_sel_D19reg ;                                        
 reg [1:0]            DC_mode_sel_D20reg ;                                        
 reg [1:0]            DC_mode_sel_D21reg ;                                        
 reg [1:0]            DC_mode_sel_D22reg ;                                        
 reg [1:0]            DC_mode_sel_D23reg ;                                        
 reg [1:0]            DC_mode_sel_D24reg ;                                        
 reg [1:0]            DC_mode_sel_D25reg ;                                        
 reg [1:0]            DC_mode_sel_D26reg ;                                        
 reg [1:0]            DC_mode_sel_D27reg ;                                        
 reg [1:0]            DC_mode_sel_D28reg ;                                        
 reg [1:0]            DC_mode_sel_D29reg ;                                        
 reg [1:0]            DC_mode_sel_D30reg ;                                        
 reg [1:0]            DC_mode_sel_D31reg ;                                        
 reg [1:0]            DC_mode_sel_D32reg ;                                        
 reg [1:0]            DC_mode_sel_D33reg ;                                        
 reg [1:0]            DC_mode_sel_D34reg ;                                        
 reg [1:0]            DC_mode_sel_D35reg ;                                        
 reg [1:0]            DC_mode_sel_D36reg ;                                        
 reg [1:0]            DC_mode_sel_D37reg ;                                        
 reg [1:0]            DC_mode_sel_D38reg ;                                        
 reg [1:0]            DC_mode_sel_D39reg ;                                        
 reg [1:0]            DC_mode_sel_D40reg ;                                        
 reg [1:0]            DC_mode_sel_D41reg ;                                        
 reg [1:0]            DC_mode_sel_D42reg ;                                        
 reg [1:0]            DC_mode_sel_D43reg ;                                        
 reg [1:0]            DC_mode_sel_D44reg ;                                        
 reg [1:0]            DC_mode_sel_D45reg ;                                        
 reg [1:0]            DC_mode_sel_Dout  ;                                         
 	always @(posedge clk or negedge rst_n) begin                                    
 		if(~rst_n) begin                                                                                                           
 			Mul_sel_D0reg <= 2'd0 ;                                                 
 			Mul_sel_D1reg <= 2'd0 ;                                                 
 			Mul_sel_D2reg <= 2'd0 ;                                                 
 			Mul_sel_D3reg <= 2'd0 ;                                                 
 			Mul_sel_D4reg <= 2'd0 ;                                                 
 			Mul_sel_Dout <= 2'd0 ;                                                  
 			RDC_sel_D0reg <= 4'd0 ;                                                 
 			RDC_sel_D1reg <= 4'd0 ;                                                 
 			RDC_sel_D2reg <= 4'd0 ;                                                 
 			RDC_sel_D3reg <= 4'd0 ;                                                 
 			RDC_sel_D4reg <= 4'd0 ;                                                 
 			RDC_sel_D5reg <= 4'd0 ;                                                 
 			RDC_sel_D6reg <= 4'd0 ;                                                 
 			RDC_sel_D7reg <= 4'd0 ;                                                 
 			RDC_sel_Dout <= 4'd0 ;                                                  
 			DC_mode_sel_D0reg   <= 2'd0;                                            
 			DC_mode_sel_D1reg   <= 2'd0;                                            
 			DC_mode_sel_D2reg   <= 2'd0;                                            
 			DC_mode_sel_D3reg   <= 2'd0;                                            
 			DC_mode_sel_D4reg   <= 2'd0;                                            
 			DC_mode_sel_D5reg   <= 2'd0;                                            
 			DC_mode_sel_D6reg   <= 2'd0;                                            
 			DC_mode_sel_D7reg   <= 2'd0;                                            
 			DC_mode_sel_D8reg   <= 2'd0;                                            
 			DC_mode_sel_D9reg   <= 2'd0;                                            
 			DC_mode_sel_D10reg  <= 2'd0;                                            
 			DC_mode_sel_D11reg  <= 2'd0;                                            
 			DC_mode_sel_D12reg  <= 2'd0;                                            
 			DC_mode_sel_D13reg  <= 2'd0;                                            
 			DC_mode_sel_D14reg  <= 2'd0;                                            
 			DC_mode_sel_D15reg  <= 2'd0;                                            
 			DC_mode_sel_D16reg  <= 2'd0;                                            
 			DC_mode_sel_D17reg  <= 2'd0;                                            
 			DC_mode_sel_D18reg  <= 2'd0;                                            
 			DC_mode_sel_D19reg  <= 2'd0;                                            
 			DC_mode_sel_D20reg  <= 2'd0;                                            
 			DC_mode_sel_D21reg  <= 2'd0;                                            
 			DC_mode_sel_D22reg  <= 2'd0;                                            
 			DC_mode_sel_D23reg  <= 2'd0;                                            
 			DC_mode_sel_D24reg  <= 2'd0;                                            
 			DC_mode_sel_D25reg  <= 2'd0;                                            
 			DC_mode_sel_D26reg  <= 2'd0;                                            
 			DC_mode_sel_D27reg  <= 2'd0;                                            
 			DC_mode_sel_D28reg  <= 2'd0;                                            
 			DC_mode_sel_D29reg  <= 2'd0;                                            
 			DC_mode_sel_D30reg  <= 2'd0;                                            
 			DC_mode_sel_D31reg  <= 2'd0;                                            
 			DC_mode_sel_D32reg  <= 2'd0;                                            
 			DC_mode_sel_D33reg  <= 2'd0;                                            
 			DC_mode_sel_D34reg  <= 2'd0;                                            
 			DC_mode_sel_D35reg  <= 2'd0;                                            
 			DC_mode_sel_D36reg  <= 2'd0;                                            
 			DC_mode_sel_D37reg  <= 2'd0;                                            
 			DC_mode_sel_D38reg  <= 2'd0;                                            
 			DC_mode_sel_D39reg  <= 2'd0;                                            
 			DC_mode_sel_D40reg  <= 2'd0;                                            
 			DC_mode_sel_D41reg  <= 2'd0;                                            
 			DC_mode_sel_D42reg  <= 2'd0;                                            
 			DC_mode_sel_D43reg  <= 2'd0;                                            
 			DC_mode_sel_D44reg  <= 2'd0;                                            
 			DC_mode_sel_D45reg  <= 2'd0;                                            
 			DC_mode_sel_Dout    <= 2'd0;                                            
 		end                                                                         
 		else begin                                                                                                      
 			Mul_sel_D0reg <= Mul_sel_in ;                                           
 			Mul_sel_D1reg <= Mul_sel_D0reg ;                                        
 			Mul_sel_D2reg <= Mul_sel_D1reg ;                                        
 			Mul_sel_D3reg <= Mul_sel_D2reg ;                                        
 			Mul_sel_D4reg <= Mul_sel_D3reg ;                                        
 			Mul_sel_Dout <= Mul_sel_D4reg ;                                         
 			RDC_sel_D0reg <= RDC_sel_in ;                                           
 			RDC_sel_D1reg <= RDC_sel_D0reg ;                                        
 			RDC_sel_D2reg <= RDC_sel_D1reg ;                                        
 			RDC_sel_D3reg <= RDC_sel_D2reg ;                                        
 			RDC_sel_D4reg <= RDC_sel_D3reg ;                                        
 			RDC_sel_D5reg <= RDC_sel_D4reg ;                                        
 			RDC_sel_D6reg <= RDC_sel_D5reg ;                                        
 			RDC_sel_D7reg <= RDC_sel_D6reg ;                                        
 			RDC_sel_Dout <= RDC_sel_D7reg ;                                         
 			DC_mode_sel_D0reg   <= DC_mode_sel_in;                                  
 			DC_mode_sel_D1reg   <= DC_mode_sel_D0reg;                               
 			DC_mode_sel_D2reg   <= DC_mode_sel_D1reg;                               
 			DC_mode_sel_D3reg   <= DC_mode_sel_D2reg;                               
 			DC_mode_sel_D4reg   <= DC_mode_sel_D3reg;                               
 			DC_mode_sel_D5reg   <= DC_mode_sel_D4reg;                               
 			DC_mode_sel_D6reg   <= DC_mode_sel_D5reg;                               
 			DC_mode_sel_D7reg   <= DC_mode_sel_D6reg;                               
 			DC_mode_sel_D8reg   <= DC_mode_sel_D7reg;                               
 			DC_mode_sel_D9reg   <= DC_mode_sel_D8reg;                               
 			DC_mode_sel_D10reg  <= DC_mode_sel_D9reg;                               
 			DC_mode_sel_D11reg  <= DC_mode_sel_D10reg;                              
 			DC_mode_sel_D12reg  <= DC_mode_sel_D11reg;                              
 			DC_mode_sel_D13reg  <= DC_mode_sel_D12reg;                              
 			DC_mode_sel_D14reg  <= DC_mode_sel_D13reg;                              
 			DC_mode_sel_D15reg  <= DC_mode_sel_D14reg;                              
 			DC_mode_sel_D16reg  <= DC_mode_sel_D15reg;                              
 			DC_mode_sel_D17reg  <= DC_mode_sel_D16reg;                              
 			DC_mode_sel_D18reg  <= DC_mode_sel_D17reg;                              
 			DC_mode_sel_D19reg  <= DC_mode_sel_D18reg;                              
 			DC_mode_sel_D20reg  <= DC_mode_sel_D19reg;                              
 			DC_mode_sel_D21reg  <= DC_mode_sel_D20reg;                              
 			DC_mode_sel_D22reg  <= DC_mode_sel_D21reg;                              
 			DC_mode_sel_D23reg  <= DC_mode_sel_D22reg;                              
 			DC_mode_sel_D24reg  <= DC_mode_sel_D23reg;                              
 			DC_mode_sel_D25reg  <= DC_mode_sel_D24reg;                              
 			DC_mode_sel_D26reg  <= DC_mode_sel_D25reg;                              
 			DC_mode_sel_D27reg  <= DC_mode_sel_D26reg;                              
 			DC_mode_sel_D28reg  <= DC_mode_sel_D27reg;                              
 			DC_mode_sel_D29reg  <= DC_mode_sel_D28reg;                              
 			DC_mode_sel_D30reg  <= DC_mode_sel_D29reg;                              
 			DC_mode_sel_D31reg  <= DC_mode_sel_D30reg;                              
 			DC_mode_sel_D32reg  <= DC_mode_sel_D31reg;                              
 			DC_mode_sel_D33reg  <= DC_mode_sel_D32reg;                              
 			DC_mode_sel_D34reg  <= DC_mode_sel_D33reg;                              
 			DC_mode_sel_D35reg  <= DC_mode_sel_D34reg;                              
 			DC_mode_sel_D36reg  <= DC_mode_sel_D35reg;                              
 			DC_mode_sel_D37reg  <= DC_mode_sel_D36reg;                              
 			DC_mode_sel_D38reg  <= DC_mode_sel_D37reg;                              
 			DC_mode_sel_D39reg  <= DC_mode_sel_D38reg;                              
 			DC_mode_sel_D40reg  <= DC_mode_sel_D39reg;                              
 			DC_mode_sel_D41reg  <= DC_mode_sel_D40reg;                              
 			DC_mode_sel_D42reg  <= DC_mode_sel_D41reg;                              
 			DC_mode_sel_D43reg  <= DC_mode_sel_D42reg;                              
 			DC_mode_sel_D44reg  <= DC_mode_sel_D43reg;                              
 			DC_mode_sel_D45reg  <= DC_mode_sel_D44reg;                              
 			DC_mode_sel_Dout    <= DC_mode_sel_D45reg;                              
 		end                                                                         
 	end                                                                             
 endmodule                                                                        
```

==> impl_metrics.json <==
{
  "vias": 1206,
  "cp-start-kind": "register",
  "synth.distinct_cells": 1,
  "cp_top_family": "flip-flops",
  "die_h_um": 86.30,
  "synth.avg_cell_area_um2": 25.02,
  "grt_first_pass_wirelength_um": 6403,
  "utilization_pct": 65.70,
  "cp.depth": 1,
  "cp-end-kind": "output port",
  "maxCapViolCount": 0,
  "logic_area_um2": 0,
  "final_cell_area_um2": 4488,
  "path_cells": "buf_2",
  "dr_wl_met2_um": 1514,
  "syn_inst": 142,
  "peakVddDrop_mv": 1.368,
  "wl_met3_um": 231,
  "highest_layer": "met4",
  "dr.pass1.iters": 3,
  "overflow": 0,
  "finalClockPeriodUsage_pct": 116.9,
  "antenna_cells": 0,
  "power_density_nw_per_um2": 2812,
  "cp.required_ns": 0.80,
  "synthesis.area_um2": 3553,
  "setup_viol": 8,
  "place_area_um2": 3905,
  "hold_path_class": "input port to asynchronous set/reset pin",
  "max_freq_ghz": 0.8555,
  "synth_flops": 142,
  "logic_gate_count": 0,
  "rows": 30,
  "violations": "negative hold slack, negative setup slack",
  "ys_warn_count": 1,
  "hold_viol": 142,
  "tool_warnings": 28,
  "grt_max_degree": 55,
  "slew_headroom_pct": 82.17,
  "p_leak_uw": 0.002057,
  "hold-worst-slack_ns": -0.4617,
  "drc": 0,
  "ys_seq_share_pct": 100.0,
  "cts_buffers": 17,
  "min_period_ns": 1.169,
  "worst-path-buf-inv": 1,
  "final_cell_mix": "dfrtp_1, clkbuf_16, clkdlybuf4s50_1, buf_2",
  "grtUsageTotal_pct": 12.29,
  "layout_top_cell": "dfrtp_1",
  "final_cell_count_no_fill": 290,
  "viasPerCell": 4.159,
  "clock_skew_ns": 0.005533,
  "clk_pin_slew_ns": 0.06,
  "synthToLayoutAreaGrowth_pct": 26.30,
  "drive_above_1_share_pct": 21.65,
  "grt_pass1_vias": 1336,
  "cpMaxStageDelayCell": "dfrtp_1",
  "first_iter_violations": 28,
  "io-pin-count": 18,
  "die_area_um2": 7448,
  "htree_levels": 4,
  "cts_tree": "built",
  "cts_buffer_depth": 2,
  "max_stage_delay_ns": 0.37,
  "status": "finished, violations left",
  "finalSetupTns_ns": -1.187,
  "antenna_found_initial": 0,
  "placed_cells": 258,
  "dp_hpwl_um": 1440,
  "max_slew.worst_pin.slew_ns": 0.2675,
  "slew_violations": 0,
  "postCtsSetupBuffers": 0,
  "root_buffer": "clkbuf_8",
  "clock_latency_ns": 0.49,
  "place_congestion": 0.6621,
  "ff2ff_path_depth": 0,
  "fp.dieW_um": 86.30,
  "cts_hold_buffers": 1,
  "setup_slack_ns": -0.1689,
  "wirelength_um": 3491,
  "wire_per_inst_um": 12.04,
  "port_buffers": 17,
  "yosys_cells": 142,
  "antenna_left": 0,
  "core-area_um2": 6832,
  "wl_met1_um": 1713,
  "fp_util_pct": 52.01,
  "place_ws_ns": 0.04282,
  "rsz0062_at_grt": "yes",
  "path_max_fanout": 1,
  "r2r_slack_ns": 0.50,
  "yosys-stat-area_um2": 3553,
  "worstSetupPathType": "register to output port",
  "clock_sinks": 142,
  "critPathArrivalTime_ns": 0.97
}
## flip-flops by register name, indices dropped and copies added (netlist names), 4 cells and up
signal and flops:
RDC_sel_D3reg 4, RDC_sel_D0reg 4, RDC_sel_D2reg 4, RDC_sel_D7reg 4, RDC_sel_D6reg 4, RDC_sel_D1reg 4
RDC_sel_Dout 4, RDC_sel_D4reg 4, RDC_sel_D5reg 4
## timing repair
action	in CTS	in global routing
endpoints found under the hold margin	142	142
gates resized	24	0
endpoints found under the setup margin	8	150
## final timing paths
kind / start / to
max reg2reg: RDC_sel_D7reg[3] / RDC_sel_Dout[3]
max: RDC_sel_Dout[3] / RDC_sel_Dout[3]
max in group asynchronous: rst_n / RDC_sel_D3reg[1]
min in group clk0: RDC_sel_in[0] / RDC_sel_D0reg[0]
min: rst_n / DC_mode_sel_D38reg[1]
min reg2reg: RDC_sel_D3reg[1] / RDC_sel_D4reg[1]
## power by group
group	internal, µW	leakage [µW]	total (µW)	switching (µW)
clock network	4240	0.000305	6330	2090
registers	6040	0.00165	6120	77.3
logic	65.0	0.0000970	172	107
## synth_stat cells
master,number,area share [%]
dfrtp_1,142,100
## per-layer routing
| metal | vias to the layer above | track usage, % |
|---|---|---|
| li1 | 518 | - |
| met1 | 654 | 23.72 |
| met2 | 29 | 14.57 |
| met3 | 5 | 5.797 |
| met4 | 0 | 1.818 |
| met5 | - | 0 |
## area by class of cell
| cell class | count | area, µm² |
|---|---|---|
| Sequential cell | 142 | 3553 |
| Fill cell | 449 | 2344 |
| Clock buffer | 22 | 462.9 |
| Timing Repair Buffer | 20 | 191.4 |
| Clock inverter | 10 | 160.2 |
| Tap cell | 96 | 120.1 |
## cell families after synthesis
group  share of synthesized area, %
DFF                           100.0
## per-stage QoR
| stage | power, µW | hold WS [ns] |
|---|---|---|
| after floorplan | 6182 | -0.09559 |
| after global placement | 6398 | 0.04729 |
| after detailed placement | 6406 | 0.04527 |
| after CTS | 12800 | 0.1213 |
| after global routing | 13130 | -0.4836 |
| final | 12620 | -0.4617 |
Power and IR drop assume default switching activity.
