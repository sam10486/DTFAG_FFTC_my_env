### run.sh
#!/bin/bash
# OpenROAD 26Q1-2900-gdf79404cd8, Yosys 0.63+post, stock flow scripts
make -C /OpenROAD-flow-scripts/flow DESIGN_CONFIG=/design/flow/config.mk WORK_HOME=/design/flow/orfs finish
### config.mk
export PLATFORM = sky130hd
export DESIGN_NAME = R16_AGU
export DESIGN_NICKNAME = R16_AGU
export VERILOG_FILES = /design/flow/design.v
export SDC_FILE = /design/flow/constraint.sdc
export NUM_CORES = 4
export LEC_CHECK = 1
export CORE_UTILIZATION = 50
### constraint.sdc
current_design R16_AGU

set clk_period 5.5
set clk_io_pct 0.2

create_clock -name clk0 -period $clk_period [get_ports {clk}]

set non_clock_inputs [all_inputs -no_clocks]
set_input_delay [expr $clk_period * $clk_io_pct] -clock clk0 $non_clock_inputs
set_output_delay [expr $clk_period * $clk_io_pct] -clock clk0 [all_outputs]
### design.v
`timescale 1ns / 10ps
 module R16_AGU(BN_out,                              
                MA,                                  
                ROMA,                                
                Mul_sel_out,                         
                RDC_sel_out,                         
                data_cnt_reg,                        
                DC_mode_sel_out,   
                DTFAG_j,
                DTFAG_t,
                DTFAG_i,  
                FFT_stage,       
                rc_sel_in,                           
                AGU_en,                              
                wrfd_en_in,                          
                rst_n,                               
                clk,
                FFT_fin_wire                                  
                ) ;                                  
 parameter A_WIDTH     = 11;
 parameter DC_WIDTH    = 15;
 parameter BC_WIDTH    = 12;
 parameter SC_WIDTH    = 3;
 parameter ROMA_WIDTH  = 12;
 parameter DC_ZERO   = 15'h0 ;
 parameter ROMA_ZERO = 12'h0 ;
parameter S0      = 3'd0; 
parameter S1      = 3'd1; 
parameter S2      = 3'd2; 
parameter S3      = 3'd3; 
 parameter DCNT_V1    = 15'd16431;  
 parameter DCNT_V2    = 15'd4096;  
 parameter DCNT_BP1 = 3 ;
 parameter DCNT_BP2 = 4 ;
 parameter DCNT_BP3 = 11 ;
 parameter DCNT_BP4 = 12 ;
 output                  BN_out ;                                    
 output [A_WIDTH-1:0]    MA ;                                        
 output [ROMA_WIDTH-1:0] ROMA ;                                      
 output [1:0]            Mul_sel_out ;                               
 output [3:0]            RDC_sel_out ;                               
 output [DC_WIDTH-1:0]   data_cnt_reg ;                              
 output [1:0]            DC_mode_sel_out ;    
 output reg [3:0]            DTFAG_j;
 output reg [3:0]            DTFAG_t;  
 output reg [3:0]            DTFAG_i;
 output     [1:0]            FFT_stage;     
 input                   rc_sel_in ;                                 
 input                   AGU_en ;                                    
 input                   wrfd_en_in ;                                
 input                   rst_n ;                                     
 input                   clk ;    
 input                   FFT_fin_wire ;                                       
 reg   [1:0]          DC_mode_sel_out;                               
 reg   [DC_WIDTH-1:0] data_cnt_reg ;  
 reg   [3:0]          RDCsel_cnt_reg ;  
 reg                  BN_out ;                                       
 reg   [3:0]          RDC_sel_out ;                                  
 reg   [1:0]          Mul_sel_out ;                                  
 wire           DC_mode_sel_wire ;                             
 wire  [DC_WIDTH-1:0] data_cnt_wire ;                                
 wire  [3:0]          RDCsel_cnt_wire ;                              
 wire  [BC_WIDTH-1:0] BC_wire ;  
 wire                 xor_d0_wire;
 wire                 xor_d1_wire;
 wire                 xor_d2_wire;
 wire                 xor_d3_wire;
 wire                 xor_d4_wire;
 wire                 xor_d5_wire;
 wire                 xor_d6_wire;
 wire  [SC_WIDTH-1:0] SC_wire ;  
 wire  [BC_WIDTH-1:0] BC_RR_wire ;               
 wire                 BN_wire ;                  
 wire [3:0]           RDC_sel_wire ;             
 wire            Mul_sel_wire ;             
 reg [1:0] cnt;                                                                                                                                                  
   assign data_cnt_wire = (((AGU_en==1'b1)&&(data_cnt_reg==DCNT_V1))||                                         
                           ((rc_sel_in==1'b1)&&(AGU_en==1'b1)&&(data_cnt_reg==DCNT_V2)))?                      
                           DC_ZERO : (AGU_en==1'b1)?
                           (data_cnt_reg + 1'b1) : data_cnt_reg ;                                              
   assign RDCsel_cnt_wire = (((AGU_en==1'b1)&&(data_cnt_reg==DCNT_V1))||                                       
                             ((rc_sel_in==1'b1)&&(AGU_en==1'b1)&&(data_cnt_reg==DCNT_V2)))?                     
                             4'd0 : ((AGU_en==1'b1)||(wrfd_en_in==1'b1))?
                             (RDCsel_cnt_reg + 1'b1) : RDCsel_cnt_reg ;                                         
   assign xor_d0_wire = data_cnt_reg[11]^data_cnt_reg[10];
   assign xor_d1_wire = data_cnt_reg[10]^data_cnt_reg[9];
   assign xor_d2_wire = data_cnt_reg[9]^data_cnt_reg[8];
   assign xor_d3_wire = data_cnt_reg[8]^data_cnt_reg[7];
   assign xor_d4_wire = data_cnt_reg[7]^data_cnt_reg[6];
   assign xor_d5_wire = data_cnt_reg[6]^data_cnt_reg[5];
   assign xor_d6_wire = data_cnt_reg[5]^data_cnt_reg[4];
   assign BC_wire = (rc_sel_in==1'b1)?                                                  
                    ({data_cnt_reg[DCNT_BP1:0],data_cnt_reg[DCNT_BP3:DCNT_BP2]}):       
                    ({data_cnt_reg[DCNT_BP1:0],                                         
                      data_cnt_reg[DCNT_BP3],                                           
                      xor_d0_wire,
                      xor_d1_wire,
                      xor_d2_wire,
                      xor_d3_wire,
                      xor_d4_wire,
                      xor_d5_wire,
                      xor_d6_wire
                       }) ;
   assign SC_wire = data_cnt_reg[DC_WIDTH-1:DCNT_BP4] ;                                                               
    assign BC_RR_wire =  ( rc_sel_in == 1'b1 )? ({BC_wire[7:6],BC_wire[5:4],BC_wire[11:8],BC_wire[3:0]}):
                      ((SC_wire == S0)||(SC_wire == S3))? BC_wire:
                      (SC_wire == S1) ? {BC_wire[3:0],BC_wire[BC_WIDTH-1:4]} :
                      (SC_wire == S2) ? {BC_wire[7:0],BC_wire[BC_WIDTH-1:8]} : BC_wire;
   assign BN_wire = (^BC_RR_wire) ;                                              
   assign MA = (BC_RR_wire[BC_WIDTH-1:1]) ;                         
   assign ROMA = (SC_wire==S0)? (BC_RR_wire) :                                                                        
               (SC_wire ==S1)? ({BC_RR_wire[7:0],4'd0}) : 
               (SC_wire ==S2)? ({BC_RR_wire[3:0],8'd0}) : 
                 ROMA_ZERO;
   assign Mul_sel_wire = (FFT_fin_wire==1'b1)? 1'd0 : 1'd1 ;                                                               
   assign RDC_sel_wire = (wrfd_en_in==1'b1) ? RDCsel_cnt_reg : data_cnt_reg[3:0]  ;                                   
   assign  DC_mode_sel_wire = ( SC_wire == S3)? 1'd1 : 1'd0;                                 
   always @(posedge clk or negedge rst_n) begin                                                                       
   	if(~rst_n) begin                                                                                               
           data_cnt_reg <= DC_ZERO ;                                                                                  
           BN_out <= 1'b0 ;                                                                                           
           RDC_sel_out <= 4'd0 ;                                                                                      
           Mul_sel_out <= 2'd0 ;                                                                                      
           DC_mode_sel_out <= 2'd0 ;                                                                                  
           RDCsel_cnt_reg <= 4'd0 ;                                                                                   
   	end                                                                                                            
   	else begin                                                                                                     
           data_cnt_reg <= data_cnt_wire ;                                                                            
           BN_out <= BN_wire ;                                                                                        
           RDC_sel_out <= RDC_sel_wire ;                                                                              
           Mul_sel_out <= Mul_sel_wire ;                                                                              
           DC_mode_sel_out <= DC_mode_sel_wire ;                                                                      
           RDCsel_cnt_reg <= RDCsel_cnt_wire ;                                                                        
   	end                                                                                                            
   end                                                                                                                
  reg [1:0] FFT_stage_tmp;
  reg [1:0] FFT_stage_pip [0:47];
  always @(posedge clk or negedge rst_n) begin
    if (~rst_n) begin
      FFT_stage_tmp <= 2'd0;
    end else begin
      case (data_cnt_reg[DC_WIDTH-1:DC_WIDTH-1-2])
        3'b000: begin
          FFT_stage_tmp <= 2'd0;
        end
        3'b001: begin
          FFT_stage_tmp <= 2'd1;
        end
        3'b010: begin
          FFT_stage_tmp <= 2'd2;
        end
        3'b011: begin
          FFT_stage_tmp <= 2'd3;
        end 
        default: begin
          FFT_stage_tmp <= 2'd0;
        end 
      endcase
    end
  end
  always @(*) begin
    FFT_stage_pip[0] = FFT_stage_tmp;
  end
  always @(posedge clk or negedge rst_n) begin: delay_48
    integer i;
    if (~rst_n) begin
      for (i = 0; i<47 ; i=i+1) begin
        FFT_stage_pip[i+1] <= 2'd0;
      end
    end else begin
      for (i = 0; i<47; i=i+1) begin
        FFT_stage_pip[i+1] <= FFT_stage_pip[i];
      end
    end
  end
  assign FFT_stage = FFT_stage_pip[47];
  always @(posedge clk or negedge rst_n) begin
    if (~rst_n) begin
      DTFAG_j <= 4'd0;
    end else begin
      if (AGU_en) begin
        DTFAG_j <= DTFAG_j + 4'd1;
      end else begin
        DTFAG_j <= 4'd0;
      end
    end
  end
  always @(posedge clk or negedge rst_n) begin
    if (~rst_n) begin
      DTFAG_t <= 4'd0;
    end else begin
      if (AGU_en) begin
        if (DTFAG_j == 4'd15 && DTFAG_t == 4'd15) begin
          DTFAG_t <= 4'd0;
        end else begin
          if (DTFAG_j == 4'd15) begin
            DTFAG_t <= DTFAG_t + 4'd1;
          end else begin
            DTFAG_t <= DTFAG_t;
          end
        end
      end
    end
  end
  always @(posedge clk or negedge rst_n) begin
    if (~rst_n) begin
      DTFAG_i <= 4'd0;
    end else begin
      if (AGU_en) begin
        if (DTFAG_j == 4'd15 && DTFAG_t == 4'd15 && DTFAG_i == 4'd15) begin
          DTFAG_i <= 4'd0;
        end else begin
          if (DTFAG_j == 4'd15 && DTFAG_t == 4'd15) begin
            DTFAG_i <= DTFAG_i + 4'd1;
          end else begin
            DTFAG_i <= DTFAG_i;
          end
        end
      end
    end
  end
 endmodule                                                  
==> impl_metrics.ini <==
; generated from flow reports
[run_status]
status = finished, final reports clean

[sta]
hold_viol = 0
maxSlewViolCount = 0
max_slew_margin = 0.4260
worst_pin_slew_ps = 861.1
fmax_mhz = 208.7
period_minus_slack_ps = 4793
rsz0062_at_grt = false
fin_worst_skew_ps = 11.58
fin_tns_setup_ps = 0
setup_viol_count_final = 0
period_used_share = 0.8714

[clock_tree]
cts_tree = built
clk_path_buf_depth = 2
cts_resized = 0
clkTransAtPathRegs_ps = 60
htreeDepth = 4
cts_setup_buffers = 0
clkLatencyLatePin_ps = 520
clock-sinks = 134
hold_buffers = 0
cts-root-buf = clkbuf_8
cts_buffers = 17

[synthesis]
edf_count = 0
ys.flops = 134
synthCells = 407
ys_seq_share = 0.6453
ys_types = 62
ys_warn_count = 2
top_cells_by_area = dfrtp_1 (65%), ha_1 (4.3%), nor2_1 (2.5%)
synth_area_um2 = 5196
synth.largest_area_cell = dfrtp_1
async_reset_ff_frac = 1.000
ff_type = dfrtp_1
top_area_frac = 0.6453
ys_area_um2 = 5196
ys_cells = 407
avgSynthCellArea_um2 = 12.77

[pwr]
switching_share = 0.2544
power_w = 0.002677
cellInternalPower_w = 0.001996
ir_drop_mv = 0.2984
seqPwrFrac = 0.414
power_frac_clock = 0.424
power_per_cell_area_nw_per_um2 = 410.1
switchingPower_w = 0.0006812
p_leak_nw = 3.090
pwr-share-comb = 0.162

[route]
wl_per_cell_um = 18.49
postRouteWirelength_um = 11520
via_per_inst = 5.361
first_pass_iters = 4
drt-initial-drc-count = 166
met3_wirelength_um = 750
num_vias = 3340
ant_nets = 0
wl_met2_um = 5039
top_layer_used = met4
m1WireLength_um = 5590
n_antenna_cell = 0
route.detailed.drc = 0

[floorplanning]
die_h_um = 103.9
fp_util = 0.5244
die_x_um = 103.9
ios = 67
rows = 36
coreArea_um2 = 9910
chipArea_um2 = 10800

[run]
maxCapViolations = 0
tool_warnings = 32

[place]
place_area_um2 = 5936
place.port_buffers = 64
gp_congestion = 0.8928
dp_cells = 591
dp_hpwl_um = 6953

[worst_setup_path]
cp.arrival_ps = 3690
end_kind = primary output
required_ps = 4400
slowest_delay_ps = 580
startpoint_type = primary input
path_cells = clkdlybuf4s50_1 > nand2_1 > a21boi_1 > a221oi_2 > o21ai_0 > o22ai_1 > nor2_1 > a2111oi_0 > clkdlybuf4s50_1
worstSetupPathType = in2out
critPathMostFrequentCell = clkdlybuf4s50_1
cp_slowest_cell = clkdlybuf4s50_1
cp_max_fo = 5

[global_route]
grt_start_max_net_pins = 58
grt_pass1_wl_um = 19200
grt-ovfl-total = 0
track_usage = 0.2425
grt_pass1_vias = 3443
antenna_found_initial = 0

[layout]
layoutNonFillerInstCount = 623
utilization = 0.6587
largest_register_ffs = 94
layout_top_cell = dfrtp_1
post-route-cell-area_um2 = 6528
mostFrequentLayoutCells = dfrtp_1 (134), clkdlybuf4s50_1 (63), nor2_1 (35), nand2_1 (28), o21ai_0 (20)
syn_to_final_growth_pct = 25.62
drive_gt1_frac = 0.1122

[min_path]
holdCritPathClass = reg2reg
==> power by group through the flow <==
stage | clock network [W] | logic (W) | registers [W]
6_report | 0.00113 | 0.000434 | 0.00111
4_1_cts | 0.00116 | 0.000440 | 0.00111
5_1_grt | 0.00121 | 0.000483 | 0.00112
==> per-layer routing <==
layer  GRT usage  vias up
li1            -     1537
met2      0.3290      111
met1      0.4183     1681
met4     0.03469        0
met3     0.07722       11
met5           0        -
==> logic make-up (layout without fill, tap and decap cells) <==
logic type      count (synthesis)  count (layout)  share of synthesized area
flops                         134             134                     0.6453
simple gates                  113             113                     0.1081
compound gates                 70              70                    0.09753
buf+inv                        35             117                    0.03275
xor+xnor                       23              23                    0.04551
fa+ha+maj                      18              18                    0.04334
mux                            13              13                    0.02673
other cells                     1               2                  0.0007217
==> metrics by stage <==
stage	worst slack, ps	hold WS (ps)
6_report	707.4	340.7
5_1_grt	426.0	344.5
4_1_cts	690.2	342.3
3_5_place_dp	732.8	334.7
3_3_place_gp	708.5	333.4
2_1_floorplan	1955	331.2
==> worst max-delay path, delay by kind of cell <==
| kind | cells | cell delay, ps |
|---|---|---|
| AND-OR/OR-AND | 5 | 1300 |
| AND/OR/NAND/NOR | 2 | 170 |
| buffers and inverters | 2 | 1130 |
==> cell usage after synthesis, types with 3 or more instances <==
cell type,n
nand2_1,28
or3_1,3
o21ai_0,20
xor2_1,5
a2111oi_0,3
clkbuf_1,10
nand2b_1,5
inv_1,15
a21oi_1,12
dfrtp_1,134
nand3_1,11
mux2_2,6
o31ai_1,3
buf_2,4
nand4_1,4
ha_1,18
a31oi_1,3
mux2i_1,6
and2_1,4
nor2_1,35
nor2b_1,5
buf_6,3
nor3_1,4
buf_4,3
a221oi_1,3
xnor2_1,15
o22ai_1,4
==> area by class of cell <==
cell class / instances / area [um^2]
clock buffers: 18 / 417.9
clock inverters: 14 / 173.9
fillers: 714 / 3382
inverters: 15 / 56.30
multi-input cells: 239 / 1677
flip-flops and latches: 134 / 3353
well taps: 133 / 166.4
repair buffers: 70 / 683.2
==> worst paths after layout <==
path	start	end	depth (start not counted)	slack, ps
setup / recovery	rc_sel_in	ROMA[4]	9	710
hold / removal	FFT_stage_pip[18][0]	FFT_stage_pip[19][0]	0	340
setup reg to reg	data_cnt_reg[12]	BN_out	7	2550
hold reg to reg	FFT_stage_pip[18][0]	FFT_stage_pip[19][0]	0	340
max in group asynchronous	rst_n	DTFAG_j[2]	2	3880
min in group asynchronous	rst_n	FFT_stage_pip[36][1]	1	620
Power figures rest on the tool's default switching activity, not on a simulated workload.
